## design.v

```verilog
module BankTicketMachine (
    input clk,                    
    input reset,                  
    input [3:0] officer_button,   
    output [6:0] seg_ticket,      
    output [6:0] seg_officer,     
    output [6:0] seg_service,     
    output [6:0] seg_waiting      
);
    wire [6:0] ticket_number;         
    wire [1:0] officer_number;        
    wire [3:0] waiting_customers;     
    wire [1:0] service_type;          
    fsm fsm_inst (
        .clk(clk),
        .reset(reset),
        .officer_button(officer_button),
        .ticket_number(ticket_number),
        .officer_number(officer_number),
        .waiting_customers(waiting_customers),
        .service_type(service_type)   
    );
    seven_segment_display display_inst (
        .ticket_number(ticket_number),
        .officer_number(officer_number),
        .service_type(service_type),     
        .waiting_customers(waiting_customers),   
        .seg_ticket(seg_ticket),
        .seg_officer(seg_officer),
        .seg_service(seg_service),       
        .seg_waiting(seg_waiting)        
    );
endmodule
module fsm (
    input clk,                     
    input reset,                   
    input [3:0] officer_button,    
    output reg [6:0] ticket_number,       
    output reg [1:0] officer_number,      
    output reg [3:0] waiting_customers,   
    output reg [1:0] service_type         
);
    parameter IDLE = 2'b00, DISPENSE_TICKET = 2'b01, UPDATE_DISPLAY = 2'b10;
    reg [1:0] current_state, next_state;   
    always @(posedge clk or posedge reset) begin
        if (reset)
            current_state <= IDLE;   
        else
            current_state <= next_state;   
    end
    always @(*) begin
        next_state = current_state;   
        case (current_state)
            IDLE: begin
                if (officer_button != 4'b0000) begin
                    next_state = DISPENSE_TICKET;   
                end else begin
                    next_state = IDLE;   
                end
            end
            DISPENSE_TICKET: begin
                next_state = UPDATE_DISPLAY;   
            end
            UPDATE_DISPLAY: begin
                next_state = IDLE;   
            end
            default: begin
                next_state = IDLE;   
            end
        endcase
    end
    always @(posedge clk or posedge reset) begin
        if (reset) begin
            ticket_number <= 7'b0000000;   
            waiting_customers <= 4'b0000;   
            officer_number <= 2'b00;   
            service_type <= 2'b00;   
        end else if (current_state == DISPENSE_TICKET) begin
            ticket_number <= ticket_number + 1;   
            waiting_customers <= waiting_customers + 1;   
            officer_number <= (officer_button[0]) ? 2'b00 :
                              (officer_button[1]) ? 2'b01 :
                              (officer_button[2]) ? 2'b10 :
                              (officer_button[3]) ? 2'b11 : officer_number;
            service_type <= (officer_button[0]) ? 2'b00 :   
                            (officer_button[1]) ? 2'b01 :   
                            (officer_button[2]) ? 2'b10 :   
                            (officer_button[3]) ? 2'b11 : service_type;   
        end else begin
            ticket_number <= ticket_number;
            waiting_customers <= waiting_customers;
            officer_number <= officer_number;
            service_type <= service_type;
        end
    end
endmodule
module seven_segment_display (
    input [6:0] ticket_number,       
    input [1:0] officer_number,      
    input [1:0] service_type,        
    input [3:0] waiting_customers,   
    output reg [6:0] seg_ticket,     
    output reg [6:0] seg_officer,    
    output reg [6:0] seg_service,    
    output reg [6:0] seg_waiting     
);
    always @(*) begin
        case (ticket_number)
            7'b0000000: seg_ticket = 7'b1000000;  
            7'b0000001: seg_ticket = 7'b1111001;  
            7'b0000010: seg_ticket = 7'b0100100;  
            7'b0000011: seg_ticket = 7'b0110000;  
            7'b0000100: seg_ticket = 7'b0011001;  
            7'b0000101: seg_ticket = 7'b0010010;  
            7'b0000110: seg_ticket = 7'b0000010;  
            7'b0000111: seg_ticket = 7'b1111000;  
            default: seg_ticket = 7'b0000000;     
        endcase
    end
    always @(*) begin
        case (officer_number)
            2'b00: seg_officer = 7'b1000000;  
            2'b01: seg_officer = 7'b1111001;  
            2'b10: seg_officer = 7'b0100100;  
            2'b11: seg_officer = 7'b0110000;  
            default: seg_officer = 7'b0000000;  
        endcase
    end
    always @(*) begin
        case (service_type)
            2'b00: seg_service = 7'b1110111;  
            2'b01: seg_service = 7'b0011100;  
            2'b10: seg_service = 7'b0000110;  
            2'b11: seg_service = 7'b0100001;  
            default: seg_service = 7'b0000000;  
        endcase
    end
    always @(*) begin
        case (waiting_customers)
            4'b0000: seg_waiting = 7'b1000000;  
            4'b0001: seg_waiting = 7'b1111001;  
            4'b0010: seg_waiting = 7'b0100100;  
            4'b0011: seg_waiting = 7'b0110000;  
            4'b0100: seg_waiting = 7'b0011001;  
            4'b0101: seg_waiting = 7'b0010010;  
            4'b0110: seg_waiting = 7'b0000010;  
            4'b0111: seg_waiting = 7'b1111000;  
            default: seg_waiting = 7'b0000000;  
        endcase
    end
endmodule
```

## run.sh

```bash
#!/bin/bash
# OpenROAD 26Q1-2900-gdf79404cd8, Yosys 0.63+post, stock flow scripts
make -C /OpenROAD-flow-scripts/flow DESIGN_CONFIG=/design/flow/config.mk WORK_HOME=/design/flow/orfs finish
```

## config.mk

```make
export PLATFORM = sky130hd
export DESIGN_NAME = BankTicketMachine
export DESIGN_NICKNAME = BankTicketMachine
export VERILOG_FILES = /design/flow/design.v
export SDC_FILE = /design/flow/constraint.sdc
export NUM_CORES = 4
export LEC_CHECK = 1
export CORE_AREA = 10 10 99 99
export DIE_AREA = 0 0 109 109
```

## constraint.sdc

```tcl
current_design BankTicketMachine

set clk_period 2.4
set clk_io_pct 0.2

create_clock -name clk0 -period $clk_period [get_ports {clk}]

set non_clock_inputs [all_inputs -no_clocks]
set_input_delay [expr $clk_period * $clk_io_pct] -clock clk0 $non_clock_inputs
set_output_delay [expr $clk_period * $clk_io_pct] -clock clk0 [all_outputs]
```

==> impl_metrics.yaml <==
# physical design summary
grt:
  grt_util_all_layers_pct: 4.05
  grt_pass1_wl_mm: 4.06
  grt_pass1_vias: 865
  gr-total-overflow: 0
  antenna_found_initial: 0
  grt_max_degree: 21
routing:
  wl_met2_mm: 1.13
  drt_pass1_iterations: 4
  routedWlPerCell_um: 9.83
  routed_wl_mm: 2.55
  insertedDiodeCount: 0
  via_per_inst: 3.52
  vias: 912
  drt-met1-wl_mm: 1.15
  dr_wl_met3_um: 229
  top_layer_used: "met4"
  postRouteAntennaNets: 0
  drt_first_iter_violations: 39
  drc: 0
power:
  vdd_drop_max_v: 0.000180
  p_sw_uw: 119
  switching_share_pct: 19.5
  p_int_uw: 492
  power.leakage_uw: 0.000765
  p_seq_share_pct: 55.1
  power_frac_comb_pct: 3.4
  powerDensity_nw_per_um2: 369
  clkPwrFrac_pct: 41.5
floorplan:
  die_height_um: 109
  io_pins: 34
  die_w_um: 109
  coreArea_um2: 7730
  std_cell_rows: 32
  initCoreUtil_pct: 15.3
  chipArea_um2: 11900
min_path:
  worstHoldEndpoint: "fsm_inst.current_state[0]"
  worstHoldStart: "fsm_inst.current_state[1]"
  hold_depth: 1
  holdCritPathClass: "reg -> reg"
critical_path:
  crit_arrival_ns: 1.84
  reg2reg_to: "fsm_inst.ticket_number[6]"
  cp_cell_sequence: "or4_4 -> nor2_1 -> clkdlybuf4s50_1"
  critPathMaxStageDelay_ns: 0.59
  startpoint_type: "register"
  rr_startpoint: "fsm_inst.current_state[2]"
  slowest_stage: "or4_4"
  worstSetupPathType: "reg -> out"
  rrSetupSlack_ns: 0.98
  end_kind: "output port"
  critPathRequiredTime_ns: 1.92
  crit_fanout: 7
  reg2regPathDepth: 3
clock_network:
  cts_hold_buf: 0
  numCtsBuffers: 3
  cts_sinks: 20
  cts-root-buf: "clkbuf_8"
  worstSkewPairLatency_ns: 0.25
  cts_htree_levels: 1
  cts_tree: "done"
  path_clk_slew_ns: 0.08
  cts.path.max_buffers: 2
synthesis:
  synth-seq-cells: 20
  edf_count: 0
  yosys-stat-cells: 129
  ys_warn_count: 2
  yosys_area_um2: 1180
  avgSynthCellArea_um2: 9.17
  synth_seq_share_pct: 42.4
  synth_cells: 129
  syn-cell-area_um2: 1180
  yosysUniqueCellTypes: 33
  flop_cell: "dfrtp_1"
  synth_async_sr_flop_share_pct: 100
timing:
  fmax_mhz: 431
  fin_crit_sh_pct: 96.6
  setup_viol: 0
  rsz0062_at_grt: "yes"
  setup_slack_ns: 0.0808
  worstMarginPinSlew_ns: 0.620
  hold_viol: 0
  slew_violations: 0
  relSlewSlack_pct: 58.7
  finalClockSkew_ns: 0.00447
  min_period_ns: 2.32
  finalSetupTns_ns: 0
run:
  warning_count: 34
  maxCapViolations: 0
layout:
  layout_top_cell: "clkdlybuf4s50_1"
  final_cell_mix: "31 x clkdlybuf4s50_1, 22 x nor2_1, 16 x dfrtp_1"
  drive_gt1_share_pct: 13.4
  area_growth_pct: 40.2
place:
  gp_congestion: 0.748
  portBuffers: 32
  pre_cts_ws_ns: 0.267
  hpwl_mm: 1.96
status:
  status: "completed"
[kinds of logic (layout without fill, tap and decap cells)]
logic type | count (synthesis) | in the layout | synth area share [%]
XOR/XNOR | 9 | 9 | 6.67
AND-OR/OR-AND | 20 | 20 | 10.8
other | 1 | 1 | 0.317
flip-flops | 20 | 20 | 42.4
multiplexers | 3 | 3 | 2.65
adder cells (fa/ha/maj) | 10 | 10 | 10.6
AND/OR/NAND/NOR | 49 | 49 | 19.4
buffers and inverters | 17 | 45 | 7.20
[synth_stat cells, types with 2 or more instances]
master,number,area share (%)
mux2i_1,2,1.7
dfrtp_1,19,40
inv_1,5,1.6
nand2_1,13,4.1
buf_2,2,0.85
a21o_1,2,1.3
buf_4,3,1.9
or2_2,3,1.6
xnor2_1,5,3.7
clkbuf_1,6,1.9
o21ai_0,4,1.7
a21oi_1,6,2.5
o31ai_1,2,1.3
nor2_1,23,7.3
ha_1,10,11
xor2_1,4,3.0
o21bai_1,2,1.3
nand4_1,3,1.6
[power groups by stage]
stage	Combinational, µW	Clock [µW]	Sequential (µW)
4_1_cts	21.7	269	337
5_1_grt	23.7	278	337
6_report	20.9	253	337
[worst max path at each step]
stage	start	to	slack, ns	cells after the start
after CTS	fsm_inst.ticket_number[4]	seg_ticket[2]	0.003	3
after global routing	fsm_inst.waiting_customers[0]	seg_waiting[3]	-0.01	6
final	fsm_inst.ticket_number[6]	seg_ticket[0]	0.08	3
[per-layer routing]
metal	vias up	GRT usage, %
li1	474	-
met4	0	0.847
met3	2	1.61
met2	24	6.17
met1	412	5.34
met5	-	0
[registers in the layout, summed over array words and instances, names as in the netlist]
signal and cells:
fsm_inst.ticket_number 7, fsm_inst.service_type 3, fsm_inst.officer_number 3, fsm_inst.waiting_customers 4, fsm_inst.current_state 3
[area by class of cell]
type	instances	area, µm²
clock buffer	4	55.1
inverter	5	18.8
multi-input combinational	92	598
timing repair buffer	36	353
sequential	20	505
tap	102	128
fill	816	6070
[worst max-delay path: cells and delay by family (launching register included)]
family	cells	cell delay [ns]
buf+inv	1	0.47
simple gates	2	0.72
flops	1	0.39
[repair_timing]
action	4_1_cts	5_1_grt
resized	0	6
hold endpoints to repair	0	0
setup endpoints to repair	1	6
pin swaps	1	2
gates cloned	0	0
buffers inserted	1	1
[through the flow]
stage	cell area, µm²	util, %	total power, µW	instances	hold slack (ns)
after floorplan	1180	-	351	129	0.352
after global placement	1580	20.4	365	253	0.424
after detailed placement	1580	20.4	365	253	0.429
after CTS	1640	21.2	627	258	0.450
after global routing	1660	21.5	639	259	0.470
final	1660	21.5	611	259	0.448
Power and IR drop assume default switching activity.
